### flow/config.mk
export PLATFORM = sky130hd
export DESIGN_NAME = counter
export DESIGN_NICKNAME = counter
export VERILOG_FILES = /design/flow/design.v
export SDC_FILE = /design/flow/constraint.sdc
export NUM_CORES = 4
export LEC_CHECK = 1
export CORE_AREA = 10 10 70 70
export DIE_AREA = 0 0 80 80
### flow/constraint.sdc
current_design counter

set clk_period 1.0
set clk_io_pct 0.2

create_clock -name clk0 -period $clk_period [get_ports {clk}]

set non_clock_inputs [all_inputs -no_clocks]
set_input_delay [expr $clk_period * $clk_io_pct] -clock clk0 $non_clock_inputs
set_output_delay [expr $clk_period * $clk_io_pct] -clock clk0 [all_outputs]
### flow/design.v
module counter(clk, rst, q); 
  input wire clk;
  input wire rst;
  output reg [3:0] q;
  always @( posedge clk )
    if (rst)
      q <= 4'b0;
    else
      q <= q + 4'b1;
endmodule
### flow/run.sh
#!/bin/bash
# OpenROAD 26Q1-2900-gdf79404cd8, Yosys 0.63+post, stock flow scripts
make -C /OpenROAD-flow-scripts/flow DESIGN_CONFIG=/design/flow/config.mk WORK_HOME=/design/flow/orfs finish
==> out/qor.yml <==
top_area_cell: "dfxtp_1"
drt_wl_total_um: 429
clock_latency_ps: 230
yosysMostFrequentCell: "dfxtp_1"
regArea_um2: 83.8
antenna_found_initial: 0
ctsLongestPathBuffers: 2
rows: 21
flop_cell: "dfxtp_1"
top_register: "q"
async_flop_share_pct: 0
dr.pass1.iters: 2
path_class: "reg2reg"
cp_data_arrival_time_ps: 1070
cts_buffers: 3
power_frac_clock_pct: 46.0
crit_path_start_kind: "flop"
run_status: "completed"
yosys_area_um2: 145
p_int_uw: 342
fp_util_pct: 4.25
p_switching_uw: 87.5
dieArea_um2: 6400
netSwitchingFraction_pct: 20.4
relSlewSlack_pct: 92.1
cts_setup_buffers: 0
max_freq_mhz: 1050
final-comb-area_um2: 65.1
yosysWarningCount: 1
fin_crit_ps: 955
synthCells: 13
edf_count: 0
die_w_um: 80
reg_top3: "q: 4 flops"
gp_routability_congestion: 0.673
finalSetupViolCount: 0
met3_usage_pct: 3.07
comb_power_share_pct: 12.8
hold_violations: 0
num_vias: 137
rsz0062_at_grt: "no"
netlist_area_um2: 145
finClkSkew_ps: 2.59
wl_per_cell_um: 5.96
grt_max_degree: 4
crit_start: "q[1]"
warnings: 25
clkSinkCount: 4
syn_area_per_cell_um2: 11.2
ys_types: 7
viasPerCell: 1.90
worst_pin_slew_ps: 118
cts_hold_buffers: 0
hold_class: "reg2reg"
min_from: "q[0]"
top_cell_area_share_pct: 55.2
die_h_um: 80
drv_slew: 0
maxCapViolations: 0
power.density_nw_per_um2: 1380
utilization_pct: 9.12
grt_usage_pct: 1.58
port_buffers: 5
io_pins: 6
htree_levels: 1
reg2reg_from: "q[1]"
p_leak_nw: 0.127
top_cells_by_count: "dfxtp_1 (4), nor2_1 (3), nor2b_1 (2)"
tns_ps: 0
grt_pass1_wl_um: 703
largest_register_ffs: 4
peakVddDrop_mv: 0.241
path_max_fanout: 2
numSynthFlops: 4
fin_crit_sh_pct: 95.5
clk_pin_slew_worst_paths_ps: 40
cts_tree: "done"
setup_slack_ps: 45.4
coreArea_um2: 3420
critPathCaptureType: "flop"
drc_errors: 0
busiest_layer: "met3"
ys_seq_share_pct: 55.2
fin_area_um2: 312
area_leaders: "dfxtp_1 (55%), mux2_4 (10%), ha_1 (8.6%)"
overflow: 0
syn2layout_area_growth_pct: 115
fillers: 406
yosysCellCount: 13
p_seq_share_pct: 41.2
use_met1_pct: 1.40
grtUsageMet2_pct: 1.36
grt_pass1_vias: 159
dpl_cell_area_um2: 290
cp_data_required_time_ps: 1120
diodes: 0
pre_cts_slack_ps: -144
dp_hpwl_um: 319
drtAntennaViolNets: 0
layout-drive-gt1-share_pct: 50.0
cts-root-buf: "clkbuf_4"
drt-initial-drc-count: 2
==> layout by cell type (no fill, tap or decap), types with 2 or more instances in the layout <==
master,n
buf_4,5
nor2_1,3
clkbuf_4,3
clkdlybuf4s15_1,3
dfxtp_2,3
nor2b_1,2
==> worst max-delay path: stages (launching register included) <==
cell and delay [ps]:
dfxtp_1 330, buf_4 120, nand3_1 100, mux2_4 300
==> power by group through the flow <==
stage	Combinational, mW	Clock, mW	Sequential [mW]
final	0.0549	0.198	0.177
after global routing	0.0637	0.229	0.178
after CTS	0.0582	0.208	0.177
==> stage by stage <==
stage | hold slack [ps] | std cells | total power [mW]
2_1_floorplan | 267 | 13 | 0.192
3_3_place_gp | 508 | 69 | 0.238
3_5_place_dp | 513 | 69 | 0.241
4_1_cts | 507 | 72 | 0.443
5_1_grt | 528 | 72 | 0.471
6_report | 506 | 72 | 0.430
==> logic make-up after synthesis <==
group | Yosys count | share of synthesized area, %
xor gates and xnor gates | 1 | 6.04
and+or+nand+nor | 6 | 19.8
adders and majority gates | 1 | 8.62
DFF | 4 | 55.2
muxes | 1 | 10.3
==> cell type report <==
class                   instances  share of cell area (%)
flip-flops and latches          4                    26.9
multi-input cells               9                    20.9
well taps                      46                    18.5
clock buffers                   3                    7.23
repair buffers                 10                    26.5
==> timing repair <==
action,in CTS,in global routing
endpoints found under the hold margin,0,0
setup endpoints to repair,4,4
resized,8,4
==> path summary, 6_finish.rpt <==
kind	endpoint	slack, ps	cells past startpoint
max	q[3]	50	3
min	q[0]	510	2
max reg2reg	q[3]	50	3
min reg2reg	q[0]	510	2
==> routing by layer <==
metal / wire length [µm] / up-vias
met5: 0 / -
met3: 150 / 0
met1: 169 / 59
li1: - / 68
met4: 0 / 0
met2: 109 / 10
Power figures rest on the tool's default switching activity, not on a simulated workload.
