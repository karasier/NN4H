**/design/flow/design.v**
```verilog
module adder(a, b, s, carry);
  input wire [3:0] a, b; 
  output wire [3:0] s;
  output wire carry;
  assign {carry, s} = a + b;
endmodule
```
**/design/flow/run.sh**
```bash
#!/bin/bash
# OpenROAD 26Q1-2900-gdf79404cd8, Yosys 0.63+post, stock flow scripts
make -C /OpenROAD-flow-scripts/flow DESIGN_CONFIG=/design/flow/config.mk WORK_HOME=/design/flow/orfs finish
```
**/design/flow/config.mk**
```make
export PLATFORM = sky130hd
export DESIGN_NAME = adder
export DESIGN_NICKNAME = adder
export VERILOG_FILES = /design/flow/design.v
export SDC_FILE = /design/flow/constraint.sdc
export NUM_CORES = 4
export LEC_CHECK = 1
export CORE_AREA = 10 10 70 70
export DIE_AREA = 0 0 80 80
```
**/design/flow/constraint.sdc**
```tcl
current_design adder

set clk_period 2.4
set clk_io_pct 0.2

create_clock -name clk0 -period $clk_period

set non_clock_inputs [all_inputs -no_clocks]
set_input_delay [expr $clk_period * $clk_io_pct] -clock clk0 $non_clock_inputs
set_output_delay [expr $clk_period * $clk_io_pct] -clock clk0 [all_outputs]
```
==> summary.txt <==
impl run done, here's what came out: run status completed, clock network fraction of total power 0%, share of final-layout standard cells stronger than drive strength 1 29.0%, antenna violations before repair 0, instance count on the critical path 6, multiplexer fraction of the synthesized cell area 0%, DRC violations left 0, worst hold path type in2out, via count of the first global-routing pass 155, Final Slew Violations 0, basic-gate share of the synthesized area counting and, or, nand and nor cells 9.17%, row count 21, # Cells Yosys 16, number of max-cap violations 0, Clock Buffer Count 0, tally of nets with antenna violations remaining after routing 0, GRT overflow 0, maximum number of pins on one net before global-route repair 4, Seq cells 0, Core Region 3420 sq um, placed cell area 324 sq um, cell-by-cell trace of the critical path clkdlybuf4s15_2, ha_4, inv_2, fa_2, inv_1, clkdlybuf4s50_1, Bufs and invs on worst path 4, Overall Global Routing Usage 1.50%, first-pass iteration count of the detailed router 1, weighted congestion reported at the end of routability-driven placement 0.753, Vert. Die Dim 80 microns, IO Pins 13, CP Launch Point a[0], DRT Wirelength 539 microns, area added between synthesis and finish 172%, post-route design area 372 sq um, required arrival time at the worst endpoint 1.92 ns, crit-path leading delay family buffers and inverters, final setup vio count 0, global-route wire length before repair 765 microns, nature of the critical path startpoint input pin, XOR/XNOR Area Share 12.8%, die extent in x 80 microns, Static Leakage 0.174 nW, floorplan core density 3.99%, HPWL Detailed 474 microns, post-detailed-route wirelength per cell 7.00 microns, power share of the combinational group 100.0%, Slew headroom 91.2%, Top non-seq family adder cells, combined area of all synthesized cells 136 sq um, count of different cell masters after synthesis 9, via count 158, portion of the post-synthesis area used by sequential elements 0%, chip area 6400 sq um, detailed-route vias per instance 2.05, hold path startpoint a[2], Critical Path End Type output pin, CP Max Fanout 2, endpoint of the most critical setup path s[1], endpoints failing hold 0, achievable clock frequency 436 MHz, count of yosys warnings during synthesis 0, category of the critical setup timing path in2out, Power Total 0.0641 mW, Antenna diodes 0, synthesis area per yosys 136 sq um, fraction of power consumed by sequential logic 0%, post-synthesis share of cell area spent on full adders, half adders and majority gates 51.4%, unrepaired setup endpoints after global routing no, maximum resistive drop on vdd 25.9 uV, Iter 0 DRT Violations 0, arrival time worst endpoint 1.81 ns, proportion of total power due to net switching 30.8%, aoi/oai-family share of the synthesized area 15.6%, transition time of the tightest slew-check pin 0.132 ns, Syn Area/Cell 8.52 sq um, final critical-path share of the clock period 95.6%, Final min period 2.29 ns, count of input and output buffers 13, register area 0 sq um, delay contributed by the slowest stage of the critical path 0.45 ns, cell count after synthesis 16, internal power contribution 0.0444 mW, hold_buf cts 0, power density normalized to cell area 173 nW/um^2, Psw 0.0197 mW, stage-log warning count 33, cell with the largest stage delay on the worst path sky130_fd_sc_hd__clkdlybuf4s50_1
## cell usage after synthesis
cell type,count,share of area [%]
sky130_fd_sc_hd__a21o_1,1,5.5
sky130_fd_sc_hd__a21oi_2,1,6.4
sky130_fd_sc_hd__fa_1,1,15
sky130_fd_sc_hd__ha_1,4,37
sky130_fd_sc_hd__inv_1,4,11
sky130_fd_sc_hd__nand2b_1,1,4.6
sky130_fd_sc_hd__nor2b_1,1,4.6
sky130_fd_sc_hd__o21ai_0,1,3.7
sky130_fd_sc_hd__xnor2_1,2,13
## worst min path at each step
stage / to / slack [ns] / depth (start not counted)
4_1_cts: s[0] / 1.73 / 3
5_1_grt: carry / 1.48 / 5
6_report: carry / 1.43 / 5
## routing by layer
metal | vias to the layer above | track usage (%) | part of all wire [%]
li1 | 81 | - | -
met1 | 66 | 2.05 | 51
met2 | 11 | 2.01 | 30
met3 | 0 | 1.02 | 18
met4 | 0 | 0 | 0
met5 | - | 0 | 0
## per-stage QoR
stage | hold slack, ns | cells | TNS (ns) | utilization [%] | setup WS [ns]
floorplan | 1.03 | 16 | 0 | - | 0.649
global placement | 2.01 | 75 | -1.23 | 9.49 | -0.430
detailed placement | 2.00 | 75 | -1.21 | 9.49 | -0.420
CTS | 1.73 | 75 | -0.0226 | 10.2 | -0.0226
global route | 1.48 | 77 | 0 | 10.9 | 0.0693
finish | 1.43 | 77 | 0 | 10.9 | 0.106
## cell usage in the layout (no fill, tap or decap)
cell / count
sky130_fd_sc_hd__dlygate4sd2_1: 4
sky130_fd_sc_hd__clkdlybuf4s50_1: 4
sky130_fd_sc_hd__inv_1: 3
sky130_fd_sc_hd__dlymetal6s2s_1: 3
sky130_fd_sc_hd__xnor2_1: 2
sky130_fd_sc_hd__ha_4: 2
sky130_fd_sc_hd__ha_1: 2
sky130_fd_sc_hd__clkdlybuf4s15_2: 2
sky130_fd_sc_hd__buf_4: 2
sky130_fd_sc_hd__nor2b_1: 1
sky130_fd_sc_hd__o21ai_1: 1
sky130_fd_sc_hd__nand2b_1: 1
sky130_fd_sc_hd__a21o_1: 1
sky130_fd_sc_hd__a21oi_2: 1
sky130_fd_sc_hd__inv_2: 1
sky130_fd_sc_hd__fa_2: 1
## cell families after synthesis
logic type / after synthesis
and+or+nand+nor: 2
AOI/OAI and AO/OA: 3
buffers and inverters: 4
xor gates and xnor gates: 2
adders and majority gates: 5
## power groups by stage
stage | Clock, mW | Combinational [mW] | Sequential (mW)
6_report | 0 | 0.0641 | 0
5_1_grt | 0 | 0.0737 | 0
4_1_cts | 0 | 0.0633 | 0
## what timing repair did
action,in CTS,in global routing
buffers inserted,0,2
endpoints found under the setup margin,4,1
gates resized,16,3
pin swaps,6,4
## area by class of cell
cell class,count,area (sq um)
Multi-Input combinational cell,12,149
Tap cell,46,57.6
Inverter,4,15.0
Fill cell,396,3040
Timing Repair Buffer,15,150
Power is estimated from default activity; no workload was simulated.
